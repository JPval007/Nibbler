==> design/flow/design.v <==
module DECODE_FINAL (input wire [3:0] Opcode, input wire C, input wire zero, input wire phase, output reg [12:0] Control);
    wire [6:0] data = {Opcode, C, zero, phase};
    always @ ( data ) begin
    casex (data)
        7'b??????0: Control = 13'b1000000001000;  
        7'b00001?1: Control = 13'b0100000001000;  
        7'b00000?1: Control = 13'b1000000001000;  
        7'b00011?1: Control = 13'b1000000001000;  
        7'b00010?1: Control = 13'b0100000001000;  
        7'b0010??1: Control = 13'b0001001000010;  
        7'b0011??1: Control = 13'b1001001100000;  
        7'b0100??1: Control = 13'b0011010000010; 
        7'b0101??1: Control = 13'b0011010000100; 
        7'b0110??1: Control = 13'b1011010100000; 
        7'b0111??1: Control = 13'b1000000111000; 
        7'b1000?11: Control = 13'b0100000001000; 
        7'b1000?01: Control = 13'b1000000001000; 
        7'b1001?11: Control = 13'b1000000001000; 
        7'b1001?01: Control = 13'b0100000001000; 
        7'b1010??1: Control = 13'b0011011000010; 
        7'b1011??1: Control = 13'b1011011100000; 
        7'b1100??1: Control = 13'b0100000001000; 
        7'b1101??1: Control = 13'b0000000001001; 
        7'b1110??1: Control = 13'b0011100000010; 
        7'b1111??1: Control = 13'b1011100100000; 
        default: Control = 13'b1000000001000;  
    endcase
    end
endmodule  
==> design/flow/run.sh <==
#!/bin/bash
# OpenROAD 26Q1-2900-gdf79404cd8, Yosys 0.63+post, stock flow scripts
make -C /OpenROAD-flow-scripts/flow DESIGN_CONFIG=/design/flow/config.mk WORK_HOME=/design/flow/orfs finish
==> design/flow/config.mk <==
export PLATFORM = sky130hd
export DESIGN_NAME = DECODE_FINAL
export DESIGN_NICKNAME = DECODE_FINAL
export VERILOG_FILES = /design/flow/design.v
export SDC_FILE = /design/flow/constraint.sdc
export NUM_CORES = 4
export LEC_CHECK = 1
export CORE_AREA = 10 10 70 70
export DIE_AREA = 0 0 80 80
==> design/flow/constraint.sdc <==
current_design DECODE_FINAL

set clk_period 2.4
set clk_io_pct 0.2

create_clock -name clk0 -period $clk_period

set non_clock_inputs [all_inputs -no_clocks]
set_input_delay [expr $clk_period * $clk_io_pct] -clock clk0 $non_clock_inputs
set_output_delay [expr $clk_period * $clk_io_pct] -clock clk0 [all_outputs]
==> results.yml <==
# flow metrics
clock_tree:
  cts_hold_buf: 0
  post-cts-setup-buffer-count: 0
timing:
  setup_viol: 0
  hold_violations: 0
  finalCritPeriodShare_pct: 98.9
  max_freq_ghz: 0.421
  finalCriticalPeriod_ns: 2.37
  relSlewSlack_pct: 80.9
  fin_ws_ns: 0.0270
  rsz0062_at_grt: "true"
  hold_ws_ns: 1.62
  max_slew.worst_pin.slew_ns: 0.282
  report.final.slew_viol_count: 0
power:
  vdd_ir_drop_max_uv: 30.9
  p_per_area_nw_per_um2: 137
  p_leak_nw: 0.268
synth:
  ys_seq_share_pct: 0
  synth_cell_type_count: 21
  avgSynthCellArea_sq_um: 5.63
  ys_area_sq_um: 236
  syn_inst: 42
  syn_area_sq_um: 236
  synth_warnings: 1
  ys_cells: 42
placement:
  place_ws_ns: -0.353
  dp_hpwl_mm: 1.02
  dp_cells: 120
  routabilityCongestion: 0.791
  portBuffers: 20
finish:
  drive_gt1_share_pct: 33.8
  final_cell_mix: "16 x buf_4, 13 x clkdlybuf4s50_1, 8 x nor2_1"
  ff_count: 0
  clockBufferCount: 0
  post_layout_nonfiller_instances: 120
  area_delta_synth_final_pct: 149
  layout_top_cell: "buf_4"
  seqCellArea_sq_um: 0
setup_path:
  critPathArrivalTime_ns: 1.89
  startpoint: "Opcode[3]"
  cp-start-kind: "input pin"
  cpPeakStageDelay_ns: 0.46
  crit_end: "Control[11]"
  worst-setup-path-type: "in -> out"
  cp_top_family: "buffers and inverters"
  cp_max_fo: 5
  critPathRequiredTime_ns: 1.92
  worstSetupPathDepth: 6
  worstPathBufferInverterCount: 2
  slowest_stage: "clkdlybuf4s50_1"
  end_kind: "output port"
  crit_chain: "clkdlybuf4s15_2, mux2i_1, nor2_1, o32ai_1, and2_1, clkdlybuf4s50_1"
grt:
  track_usage_pct: 3.32
  overflow: 0
  grt_pass1_vias: 347
  antenna_found_initial: 0
  grt_pass1_wl_mm: 1.75
  grt_max_degree: 10
route:
  ant_nets: 0
  routedWlPerCell_microns: 9.68
  wl_mm: 1.16
  antenna_cells: 0
  drc_errors: 0
  dr.pass1.iters: 2
  drt_iter0_markers: 4
  avgViaCountPerCell: 3.24
  num_vias: 389
floorplan:
  num_rows: 21
  io_pins: 20
  die_w_microns: 80
  fp_util_pct: 6.92
  fp.coreArea_sq_um: 3420
  die_y_microns: 80
  die-area_sq_um: 6400
hold_path:
  hold_path_class: "in -> out"
job:
  warnings: 34
  cap_violations: 0
run_status:
  status: "finished, final reports clean"
-- routing by layer --
layer | wire [microns] | up-vias | GRT usage, %
li1 | - | 207 | -
met5 | 0 | - | 0
met2 | 502 | 11 | 5.14
met3 | 102 | 0 | 1.02
met1 | 557 | 171 | 4.68
met4 | 0 | 0 | 0
-- cells by family after synthesis --
group	share of synthesized area (%)
AND-OR/OR-AND	28.6
buffers and inverters	15.9
multiplexers	4.23
AND/OR/NAND/NOR	51.3
-- worst min path at each step --
stage / startpoint / slack [ns] / cells after the start / to
final: Opcode[0] / 1.62 / 4 / Control[4]
after global routing: Opcode[0] / 1.68 / 4 / Control[4]
after CTS: Opcode[0] / 1.78 / 4 / Control[4]
-- through the flow --
| step | util [%] | TNS [ns] | power, mW | instance area (sq um) |
|---|---|---|---|---|
| after global routing | 17.2 | -0.0890 | 0.0895 | 588 |
| after global placement | 17.2 | -2.33 | 0.0838 | 588 |
| after CTS | 17.3 | -0.00758 | 0.0820 | 589 |
| final | 17.2 | 0 | 0.0804 | 588 |
| after detailed placement | 17.2 | -2.21 | 0.0839 | 588 |
| after floorplan | - | 0 | 0.0283 | 236 |
-- cell type report --
cell class / count / area [sq um]
Tap cell: 46 / 57.6
Inverter: 3 / 11.3
Timing Repair Buffer: 36 / 307
Multi-Input combinational cell: 35 / 213
Fill cell: 408 / 2830
-- tightest hold or removal path: stages --
cell and delay [ns]:
clkbuf_2 0.14, nand2_1 0.07, nor3_1 0.04, clkdlybuf4s50_1 0.41
-- power breakdown --
group | internal, mW | total, mW | switching, mW | leakage (nW)
clock network | 0 | 0 | 0 | 0
logic | 0.0496 | 0.0804 | 0.0308 | 0.268
registers | 0 | 0 | 0 | 0
total | 0.0496 | 0.0804 | 0.0308 | 0.268
-- timing repair --
item / in CTS / in global routing
endpoints found under the setup margin: 13 / 10
pin swaps: 2 / 0
endpoints found under the hold margin: 0 / 0
resized: 11 / 8
-- cell usage after synthesis --
master / number / area, sq um
nor2b_1: 1 / 6.26
or2b_1: 1 / 7.51
o21a_1: 2 / 15.0
nor4_1: 2 / 12.5
clkbuf_2: 1 / 5.00
o32ai_1: 1 / 8.76
nand2b_4: 1 / 13.8
inv_1: 3 / 11.3
o21ai_0: 1 / 5.00
or2_1: 1 / 6.26
buf_6: 1 / 11.3
buf_2: 2 / 10.0
nand3_1: 1 / 5.00
o311ai_0: 1 / 8.76
nand2_1: 5 / 18.8
nor2_1: 9 / 33.8
and2_1: 2 / 12.5
nor3_1: 1 / 5.00
a21oi_1: 4 / 20.0
mux2i_1: 1 / 10.0
o211a_1: 1 / 10.0
No activity file was given, so power comes from the tool's default toggle rates.
