<file path="design/flow/design.v">
module ALU_2 (input [3:0] A,
  input [3:0] B,
  input [2:0] S,
  output [3:0] Y,
  output ZERO,
  output C_out);
  reg [3:0] Resultado = 0;
  reg [4:0] Working ;
  reg C_out;
  assign Y = Working[3:0];
  assign ZERO = (Working[3:0]==0);
  always @ ( A, B, S ) begin  
    case (S)
      0: Working = A;
      2: Working = B;
      3: Working = A + B;
      1: Working = A - B;  
      4: Working = ~(A & B);
      default: Working = 0;
    endcase
    case (S)
      3: C_out = Working[4];     
      1: C_out = (A<B);          
      default: C_out = 0 ;
    endcase
  end
endmodule  
</file>
<file path="design/flow/run.sh">
#!/bin/bash
# OpenROAD 26Q1-2900-gdf79404cd8, Yosys 0.63+post, stock flow scripts
make -C /OpenROAD-flow-scripts/flow DESIGN_CONFIG=/design/flow/config.mk WORK_HOME=/design/flow/orfs finish
</file>
<file path="design/flow/config.mk">
export PLATFORM = sky130hd
export DESIGN_NAME = ALU_2
export DESIGN_NICKNAME = ALU_2
export VERILOG_FILES = /design/flow/design.v
export SDC_FILE = /design/flow/constraint.sdc
export NUM_CORES = 4
export LEC_CHECK = 1
export CORE_AREA = 10 10 70 70
export DIE_AREA = 0 0 80 80
</file>
<file path="design/flow/constraint.sdc">
current_design ALU_2

set clk_period 3.4
set clk_io_pct 0.2

create_clock -name clk0 -period $clk_period

set non_clock_inputs [all_inputs -no_clocks]
set_input_delay [expr $clk_period * $clk_io_pct] -clock clk0 $non_clock_inputs
set_output_delay [expr $clk_period * $clk_io_pct] -clock clk0 [all_outputs]
</file>
==> reports/results.ini <==
[status]
status=finished clean

[logic_synthesis]
yosys_cells=64
netlist_instances=64
yosysChipArea_um2=492
syn_area_um2=492
top_area_cell=ha_1
synth.most_common_cell=ha_1
yosys-top-cells-count=ha_1 (9), inv_1 (7), nor2_1 (7)
yosys_warnings=1
syn_area_per_cell_um2=7.68
synth_cell_type_count=28
yosys-top-cells-area=ha_1 (23%), fa_1 (8.1%), o211ai_1 (6.1%), inv_1 (5.3%), nor2_1 (5.3%)
ys_seq_share_pct=0
synth_top_area_share_pct=22.9

[drt]
antennaDiodeCount=0
antenna_left=0
first_pass_iters=4
vias=598
drc=0
via_per_inst=3.93
wire_per_inst_um=10.2
drt-initial-drc-count=63
wl_um=1550

[place]
hpwl_um=1240
dp_cells=148
io_buffer_count=17
dp_slack_ns=-0.798
gp_congestion=0.842

[sta]
min_period_ns=3.29
post-route-period-util_pct=96.9
setup_viol_count_final=0
finalMaxSlewViolations=0
slew_headroom_pct=78.6
tightest_slew_ns=0.321
max_freq_mhz=304
fin_setup_tns_ns=0
worst_slack_ns=0.107
hold_viol_final=0

[grt]
grt_pass1_wl_um=2480
antenna_found_initial=0
grt_usage_pct=4.37
overflow=0
grt_max_degree=11
first_global_vias=598

[final_layout]
area_growth_pct=96.9
drive_above_1_share_pct=46.2
fill_cells=360
instances_no_fill=152
utilization_pct=28.4
seq_area_um2=0
seq_cell_count=0
clock_buffers=0
mi_logic_area_um2=505

[power]
p_per_area_nw_per_um2=137
ir_worst_vdd_mv=0.0260
p_leak_nw=0.477

[hold_path]
min_from=A[0]
hp-class=input port to output pin
worstHoldPathCells=6
min_to=ZERO

[critical_path]
endpoint_kind=output pin
path_cells=buf_4 -> buf_6 -> ha_4 -> fa_2 -> o22ai_1 -> a211o_1 -> or4_4 -> a21oi_2 -> buf_2
cpPeakStageDelay_ns=0.51
crit_arrival_ns=2.61
worstPathRequired_ns=2.72
path_class=input port to output pin
crit_path_max_fanout=2
crit_slowest_cell=fa_2
cp-start-kind=input port

[run]
maxCapViolCount=0
warnings=37

[die]
die_h_um=80
die_w_um=80
ios=17
die_area_um2=6400
fp.coreArea_um2=3420
rows=21
initial_core_util_pct=14.4

## area by class of cell
class,count,share of cell area [%]
multi-input combinational,54,52.2
timing repair buffer,45,39.1
tap,46,5.94
inverter,7,2.71
## through the flow
| stage | hold slack [ns] | power (mW) | area [um2] |
|---|---|---|---|
| after floorplan | 1.44 | 0.0499 | 492 |
| after global placement | 2.54 | 0.114 | 875 |
| after detailed placement | 2.55 | 0.114 | 875 |
| after CTS | 2.07 | 0.124 | 926 |
| after global routing | 2.03 | 0.147 | 968 |
| final | 1.95 | 0.133 | 968 |
## repair_timing
item | in CTS | in global routing
hold buffers | 0 | 0
pin swaps | 6 | 9
setup endpoints to repair | 5 | 4
setup buffers | 2 | 2
resized | 28 | 15
## power breakdown
group,internal [mW],switching [mW],total (mW)
logic,0.0815,0.0513,0.133
registers,0,0,0
clock network,0,0,0
## cells in the final DEF, fill, tap and decap left out
master / count
buf_4: 27
clkdlybuf4s50_1: 9
nor2_1: 6
ha_1: 6
inv_1: 4
o211ai_1: 4
inv_2: 3
xor2_1: 3
ha_4: 3
dlymetal6s2s_1: 3
buf_6: 3
nand2b_1: 2
o22ai_1: 2
nor2b_4: 2
nand2_1: 2
nor2b_1: 2
o21ai_0: 2
a21oi_1: 2
a211o_1: 2
fa_2: 2
clkbuf_2: 2
or2b_2: 1
mux2_4: 1
a32oi_1: 1
a21bo_1: 1
o21ai_2: 1
a2bb2oi_1: 1
nor2_2: 1
or3_1: 1
a21o_1: 1
nand3_1: 1
nor4_1: 1
a2111oi_1: 1
or4_4: 1
a21oi_2: 1
buf_2: 1
## cell families (layout without fill, tap and decap cells)
kind of cell	Yosys count	after routing	synth area share, %
fa+ha+maj	11	11	31.0
xor+xnor	3	3	5.34
buf+inv	10	52	10.4
mux	1	1	3.05
simple gates	20	20	22.9
compound gates	19	19	27.2
## how the worst max path moves through the flow
stage / from / to / depth (start not counted)
after CTS: A[0] / ZERO / 9
after global routing: B[0] / ZERO / 10
final: B[0] / ZERO / 9
## layer usage
| metal | vias up | routed length [um] | track usage (%) |
|---|---|---|---|
| met3 | 2 | 141 | 1.59 |
| met4 | 0 | 1 | 0 |
| li1 | 309 | - | - |
| met1 | 268 | 731 | 5.37 |
| met5 | - | 0 | 0 |
| met2 | 19 | 672 | 7.54 |
## critical path: cells and delay by family
kind                     cells  cell delay, ns
buffers and inverters        3            0.35
AND/OR/NAND/NOR              1            0.42
adder cells (fa/ha/maj)      2            0.66
AND-OR/OR-AND                3            0.51
Power is estimated from default activity; no workload was simulated.
